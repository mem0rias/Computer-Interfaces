**flow/run.sh**
```bash
#!/bin/bash
# OpenROAD 26Q1-2900-gdf79404cd8, Yosys 0.63+post, stock flow scripts
make -C /OpenROAD-flow-scripts/flow DESIGN_CONFIG=/design/flow/config.mk WORK_HOME=/design/flow/orfs finish
```
**flow/config.mk**
```make
export PLATFORM = sky130hd
export DESIGN_NAME = PISOSRegister
export DESIGN_NICKNAME = PISOSRegister
export VERILOG_FILES = /design/flow/design.v
export SDC_FILE = /design/flow/constraint.sdc
export NUM_CORES = 4
export LEC_CHECK = 1
export CORE_AREA = 10 10 77 77
export DIE_AREA = 0 0 87 87
```
**flow/constraint.sdc**
```tcl
current_design PISOSRegister

set clk_period 1.5
set clk_io_pct 0.2

create_clock -name clk0 -period $clk_period [get_ports {Clk}]

set non_clock_inputs [all_inputs -no_clocks]
set_input_delay [expr $clk_period * $clk_io_pct] -clock clk0 $non_clock_inputs
set_output_delay [expr $clk_period * $clk_io_pct] -clock clk0 [all_outputs]
```
**flow/design.v**
```verilog
module PISOSRegister (
	input
	WR,
	Rst,
	divClk,
	Clk,
	input [8:0] Din,
	output 
	reg out,
	output reg [10:0] Dout);
	reg inpt;
	reg divclk;
	reg [10:0] flips = 11'b11111111111;
	always @ (posedge Clk) begin
		if(Rst) begin
			flips <= 11'b11111111111;
		end
		else if(WR) begin
			flips <= {Din, 2'b01};
		end else if(divclk) begin
			flips <= {1'b1,flips[10:1]};
		end
		out <= flips[0];
		Dout <= flips; 
	end
	always @(posedge Clk) begin
		inpt <= divClk;
		divclk <= divClk && (!inpt);
	end
endmodule 
```
==> qor.csv <==
metric;value;unit
cts_buffers;3;
crit_slowest_cell;clkdlybuf4s50_1;
grt_pass1_wl;2580;um
grt_pass1_vias;561;
tritoncts;built;
period_minus_slack;1.38;ns
drive_above_1_share;7.95;%
hold_class;reg2reg;
timing.critical_path.fanout_max;2;
final_util;25.7;%
final_antenna_net_count;0;
synth_seq_share;64.1;%
yosysWarnings;1;
yosys.cell_types.count;12;
finClkSkew;0.00763;ns
vias_per_cell;3.66;
syn_avg_cell_area;12.3;sq um
via_count;513;
critPathBufInv;1;
routed_wl;1630;um
die_h;87;um
pin_count;25;
setup_tns;0;ns
syn_inst;61;
slew_headroom;79.4;%
ir_drop;1.06;mV
slew_violations;0;
fmax;727;MHz
fill_cells;463;
cts_max_level;1;
area_delta_synth_final;49.4;%
dp_hpwl;1270;um
holdBufCountCts;0;
placed_cells;136;
cp_top_family;buffers and inverters;
crit_arrival;1.08;ns
finalCritPeriodShare;91.7;%
routedWlPerCell;11.7;um
io_buffers;24;
antenna_found_initial;0;
clock_sinks;24;
overflow;0;
most_common_cell;dfxtp_1;
status;completed;
rsz0062_at_grt;no;
clk_pin_slew_worst_paths;0.09;ns
fin_ws;0.124;ns
n_antenna_cell;0;
coreArea;4350;sq um
yosysChipArea;749;sq um
ys.flops;24;
chipArea;7570;sq um
setup_violations;0;
gp_congestion;0.801;
place_ws;0.0878;ns
root_buffer;clkbuf_8;
post_cts_resized;0;
common_cells;dfxtp_1, mux2i_1, a21oi_1, nor3b_1;
clock_path_buffers;2;
worst_setup_path_end_kind;output port;
p_per_area;1220;nW/um^2
synth_area;749;sq um
seqCellArea;480;sq um
rows;24;
ff_type;dfxtp_1;
stdcell_count;140;
start_kind;flop;
dieWidth;87;um
comb_area;240;sq um
edf_count;0;
first_pass_iters;2;
post_cts_buffers;0;
yosysTopAreaCell;dfxtp_1;
initCoreUtil;17.2;%
path_cells;clkdlybuf4s50_1;
top_cell_area_share;64.1;%
clk-insertion-delay-late;0.27;ns
tool_warnings;25;
hold_viol_final;0;
leakage;0.422;nW
max_stage_delay;0.47;ns
synthArstFlopShare;0;%
route.detailed.drc;0;
area_leaders;dfxtp_1, mux2i_1, nor3b_1, a21oi_1, o21bai_1;
ys_cells;61;
drtIter0Drc;51;
worstSetupPathType;reg2out;
grt_max_degree;15;
crit_required;1.20;ns
max-cap-violations;0;
worstMarginPinSlew;0.307;ns
grt_use_total;4.28;%
## cell families after synthesis
logic type / after synthesis / share of synthesized area, %
AND-OR/OR-AND: 10 / 7.35
buffers and inverters: 4 / 3.84
multiplexers: 10 / 13.4
AND/OR/NAND/NOR: 13 / 11.4
flip-flops: 24 / 64.1
## stage by stage
step	hold WS [ns]	power, mW	cell area (sq um)
2_1_floorplan	0.328	0.748	749
3_3_place_gp	0.345	0.831	1050
3_5_place_dp	0.345	0.832	1050
4_1_cts	0.362	1.38	1120
5_1_grt	0.370	1.42	1120
6_report	0.359	1.37	1120
## area by class of cell
cell class                 instances  area share, %
sequential                        24           42.9
timing repair buffer              27           23.5
multi-input combinational         33           21.5
tap                               52           5.81
clock buffer                       3           3.69
clock inverter                     1           2.68
## sequential cells by signal, summed over array words and instances (netlist names)
register  flops
Dout         11
divclk        1
flips        11
inpt          1
## layer usage
layer / vias to the layer above / global-route usage (%) / share of wire, %
li1: 267 / - / -
met1: 224 / 6.07 / 50
met2: 20 / 5.80 / 38
met3: 2 / 2.36 / 11
met4: 0 / 0.295 / 0.49
met5: - / 0 / 0
## path summary, 6_finish.rpt
check        depth (start not counted)  slack [ns]  startpoint  endpoint
max                                  1        0.12     Dout[0]   Dout[0]
min                                  0        0.36    flips[0]   Dout[0]
max reg2reg                          3        0.52      divclk  flips[2]
min reg2reg                          0        0.36    flips[0]   Dout[0]
## report_power, final
part           internal, mW  switching [mW]  leakage (nW)
combinational        0.0845          0.0390         0.188
sequential            0.674          0.0163         0.199
clock                 0.357           0.198        0.0357
total                  1.12           0.254         0.422
## cells in the final DEF (no fill, tap or decap)
cell type         n
dfxtp_1          24
clkdlybuf4s50_1  24
mux2i_1          10
nor3b_1           8
a21oi_1           8
clkbuf_8          3
buf_4             3
nor2b_1           2
o21bai_1          2
nor2_1            1
nor3_1            1
nand2_1           1
bufinv_16         1
No activity file was given, so power comes from the tool's default toggle rates.
